==> design.v <==
module frequency_divider (
    input        fin,          
    input        rst_n,        
    input  [3:0] N, 
    output reg   fout
);
    reg    [3:0] count;
    wire   [3:0] N_h = {1'b0, N[3:1]};
    always @(posedge fin or negedge rst_n) begin
        if (!rst_n)
            count <= 4'd1;
        else
            count <= (count >= N)? 4'd1 : count  + 4'd1;
    end
    always @(posedge fin or negedge rst_n) begin
        if (!rst_n)
            fout <= 1'b0;
        else
            fout <= (count <= N_h)? 1'b1 : 1'b0;
    end
endmodule
==> run.sh <==
#!/bin/bash
# OpenROAD 26Q1-2900-gdf79404cd8, Yosys 0.63+post, stock flow scripts
make -C /OpenROAD-flow-scripts/flow DESIGN_CONFIG=/design/flow/config.mk WORK_HOME=/design/flow/orfs finish
==> config.mk <==
export PLATFORM = sky130hd
export DESIGN_NAME = frequency_divider
export DESIGN_NICKNAME = frequency_divider
export VERILOG_FILES = /design/flow/design.v
export SDC_FILE = /design/flow/constraint.sdc
export NUM_CORES = 4
export LEC_CHECK = 1
export CORE_AREA = 10 10 70 70
export DIE_AREA = 0 0 80 80
==> constraint.sdc <==
current_design frequency_divider

set clk_period 2.5
set clk_io_pct 0.2

create_clock -name clk0 -period $clk_period [get_ports {fin}]

set non_clock_inputs [all_inputs -no_clocks]
set_input_delay [expr $clk_period * $clk_io_pct] -clock clk0 $non_clock_inputs
set_output_delay [expr $clk_period * $clk_io_pct] -clock clk0 [all_outputs]
==> qor.log <==
[run_status] result of the run finished clean
[clock_tree] Insertion Delay late pin 0.24 ns
[synth] Synth area leader sky130_fd_sc_hd__dfrtp_1
[floorplanning] core utilization before placement 10.2%
[synth] ranking of synthesized cells by area sky130_fd_sc_hd__dfrtp_1, sky130_fd_sc_hd__ha_1, sky130_fd_sc_hd__dfstp_2, sky130_fd_sc_hd__inv_1, sky130_fd_sc_hd__nand3_1
[clock_tree] clock tree root buffer cell sky130_fd_sc_hd__clkbuf_4
[clock_tree] clock tree from TritonCTS yes
[cells_and_area] fraction of the core area covered by cells at the end of the flow 14.4%
[worst_hold_path] Hold Path Class input port to asynchronous set/reset pin
[synth] Post-Synth XOR/XNOR Area 5.02%
[timing] final setup margin 0.733 ns
[floorplanning] row count 21
[floorplanning] Core ar. 0.00342 mm2
[global_routing] GR Util All Layers 2.32%
[clock_tree] number of cells upsized or downsized after cts 0
[clock_tree] setup bufs post-CTS 0
[pwr] Psw 0.177 mW
[pwr] combinational group share of total power 47.9%
[synth] Top cell area share 28.7%
[pwr] final total power 0.488 mW
[synth] yosys-reported design area after synthesis 349 um2
[timing] peak clock frequency supported by timing 0.566 GHz
[floorplanning] number of top-level pins 7
[critical_path] worst path arrival time 1.93 ns
[synth] MUX area fraction 0%
[placement] dpl ws 0.490 ns
[timing] setup repair after global routing missed its margin false
[clock_tree] total CTS buffers 3
[global_routing] largest net degree at the start of global routing 6
[route] DR WL/cell 7.46 um
[critical_path] Setup crit start kind input port
[placement] half-perimeter wire length of the detailed placement result 569 um
[synth] Cell Area, Synth 349 um2
[job] tool warning count 25
[pwr] leakage power of the design 0.229 nW
[timing] clock skew after layout 0.00456 ns
[route] via count of the routed design 257
[synth] number of cells in the yosys synthesis report 35
[timing] final hold violation count 0
[critical_path] cell-by-cell trace of the critical path clkdlybuf4s50_1 -> inv_1 -> ha_1 -> a21oi_2 -> nand2_2 -> or3_1
[synth] aoi share 9.68%
[floorplanning] chip footprint 0.00640 mm2
[route] Antenna diodes 0
[critical_path] kind of end point of the critical path flop
[timing] final period utilization 70.7%
[pwr] Int Pwr 0.311 mW
[pwr] Sw Share 36.2%
[pwr] Flop pwr share 33.1%
[route] 1st-iter DRT viols 11
[critical_path] class of the most critical setup path input port to flop
[critical_path] delay of the slowest critical-path stage 0.45 ns
[global_routing] initial antenna violation count 0
[route] vias per std cell 2.82
[timing] headroom to the max-slew limit 79.0%
[clock_tree] sinks on the clock net 5
[synth] Dominant comb cell adder cells
[pwr] PD cells 990 mW/mm2
[critical_path] cell with the largest stage delay on the worst path sky130_fd_sc_hd__clkdlybuf4s50_1
[synth] synthesis warning total 1
[floorplanning] DIE HEIGHT 80 um
[timing] Min Clock Period, post-route 1.77 ns
[placement] port bufs 6
[pwr] share of total power in the clock network 19.0%
[route] count of unresolved DRC violations after routing 0
[cells_and_area] area growth from synthesis to final layout 41.2%
[synth] Yosys cell types 16
[critical_path] largest fanout of any net on the critical path 4
[synth] Post-Syn Area per Cell 9.97 um2
[route] final WL 679 um
[critical_path] critical path data required time 2.66 ns
[placement] Final Wtd Congestion 0.715
[synth] proportion of synthesized chip area in sequential cells 36.2%
[global_routing] via count of the first global-routing pass 265
[cells_and_area] share of post-route cells with drive strength above 1 13.3%
[synth] simple logic cell fraction of the synthesized area 14.0%
[synth] instance count of the mapped netlist 35
[global_routing] GRT overflow 0
[route] Initial DRT Pass Iterations 2
[clock_tree] clk buf depth 2
[timing] total setup violations reported at the end of the flow 0
[timing] Slew Limit Fails 0
[clock_tree] Worst-path clk slew 0.04 ns
[floorplanning] Chip Width 80 um
[clock_tree] hold buffer count at cts 0
[timing] post-route setup TNS 0 ns
[synth] register bit count reported by yosys 5
[job] number of max-cap violations 0
[route] Routed Antenna Nets 0
[global_routing] wire length of the first global-routing pass 1150 um
[clock_tree] H-tree Lvls 1
[synth] area fraction in full adders, half adders and majority gates 28.7%
[timing] Worst Max-Slew Pin Slew 0.315 ns
[pwr] highest ir drop seen on vdd 0.309 mV
==> synthesized netlist by cell type, drive strengths merged <==
| master | n |
|---|---|
| or3 | 1 |
| xnor2 | 1 |
| a21oi | 3 |
| ha | 8 |
| nand3 | 3 |
| dfrtp | 4 |
| xor2 | 1 |
| nor3 | 2 |
| nand2 | 1 |
| a211o | 1 |
| nor2 | 1 |
| nor3b | 1 |
| dfstp | 1 |
| a31oi | 1 |
| inv | 6 |
==> through the flow <==
step	std cells	area (um2)	hold slack [ns]
6_report	91	493	0.481
5_1_grt	91	493	0.480
4_1_cts	91	493	0.478
3_5_place_dp	87	467	0.489
3_3_place_gp	87	467	0.502
2_1_floorplan	35	349	0.204
==> path summary, 6_finish.rpt <==
| path | depth (start not counted) | to | slack (ns) | from |
|---|---|---|---|---|
| setup / recovery | 6 | count[0]$_DFF_PN1_ | 0.73 | N[3] |
| hold / removal | 1 | count[2]$_DFF_PN0_ | 0.48 | rst_n |
| setup reg to reg | 5 | count[0]$_DFF_PN1_ | 1.07 | count[0]$_DFF_PN1_ |
| hold reg to reg | 1 | fout$_DFF_PN0_ | 0.50 | count[3]$_DFF_PN0_ |
| max in group asynchronous | 1 | count[0]$_DFF_PN1_ | 1.76 | rst_n |
| min in group clk0 | 1 | fout$_DFF_PN0_ | 0.50 | count[3]$_DFF_PN0_ |
==> cell families (layout without fill, tap and decap cells) <==
logic type	after synthesis	after routing
AOI/OAI and AO/OA	5	5
xor gates and xnor gates	2	2
adders and majority gates	8	8
buffers and inverters	6	16
DFF	5	5
and+or+nand+nor	9	9
==> sequential cells by signal (all words and copies together), names as in the netlist <==
signal,count
count,4
fout,1
==> final cells by class <==
cell class                 count  area [um2]
multi-input combinational     24         200
inverter                       6        22.5
tap                           46        57.6
sequential                     5         126
fill                         395        2920
timing repair buffer           6        60.1
clock buffer                   4        26.3
==> cell usage in the layout (no fill, tap or decap), drive strengths merged <==
| cell | n |
|---|---|
| nor2 | 1 |
| clkdlybuf4s50 | 6 |
| dfstp | 1 |
| inv | 6 |
| nand2 | 1 |
| a211o | 1 |
| a21oi | 3 |
| xnor2 | 1 |
| clkbuf | 4 |
| dfrtp | 4 |
| ha | 8 |
| a31oi | 1 |
| nor3 | 2 |
| xor2 | 1 |
| or3 | 1 |
| nand3 | 3 |
| nor3b | 1 |
==> metal layers <==
| layer | wire, um | share of wire [%] | track usage, % | up-vias |
|---|---|---|---|---|
| met5 | 0 | 0 | 0 | - |
| li1 | - | - | - | 143 |
| met1 | 366 | 54 | 3.14 | 107 |
| met2 | 236 | 35 | 2.81 | 7 |
| met4 | 0 | 0 | 0.176 | 0 |
| met3 | 76 | 11 | 1.93 | 0 |
==> power groups by stage <==
stage     Combinational, mW  Clock (mW)  Sequential, mW
4_1_cts               0.238      0.0970           0.162
6_report              0.234      0.0926           0.162
5_1_grt               0.282       0.104           0.170
==> critical path, delay by kind of cell <==
family	cells	cell delay, ns
buffers and inverters	2	0.51
AND/OR/NAND/NOR	2	0.44
adder cells (fa/ha/maj)	1	0.33
AND-OR/OR-AND	1	0.14
Power is estimated from default activity; no workload was simulated.
